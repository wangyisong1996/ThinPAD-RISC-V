## config.mk

```make
export PLATFORM = sky130hd
export DESIGN_NAME = SimpleRegisterFile
export DESIGN_NICKNAME = SimpleRegisterFile
export VERILOG_FILES = /design/flow/design.v
export SDC_FILE = /design/flow/constraint.sdc
export NUM_CORES = 4
export LEC_CHECK = 1
export CORE_UTILIZATION = 40
export SYNTH_HDL_FRONTEND = slang
```

## constraint.sdc

```tcl
current_design SimpleRegisterFile

set clk_period 6.0
set clk_io_pct 0.2

create_clock -name clk0 -period $clk_period [get_ports {clk}]

set non_clock_inputs [all_inputs -no_clocks]
set_input_delay [expr $clk_period * $clk_io_pct] -clock clk0 $non_clock_inputs
set_output_delay [expr $clk_period * $clk_io_pct] -clock clk0 [all_outputs]
```

## design.v

```verilog
module SimpleRegisterFile(
	idx_write, data_write,
	idx_read_1, data_read_1,
	idx_read_2, data_read_2,
	clk, reset,
	debug_out
);
input wire [4:0] idx_write;
input wire [31:0] data_write;
input wire [4:0] idx_read_1;
output wire [31:0] data_read_1;
input wire [4:0] idx_read_2;
output wire [31:0] data_read_2;
input wire clk;
input wire reset;
output wire [31:0] debug_out;
reg [31:0] regs[0:31] = '{32 {0}};
assign debug_out = regs[10];
assign data_read_1 = regs[idx_read_1];
assign data_read_2 = regs[idx_read_2];
genvar i;
generate
	for (i = 1; i < 32; i++) begin
		always_ff @ (posedge clk or posedge reset) begin
			if (reset) begin
				regs[i] <= 0;
			end else begin
				if (idx_write == i) regs[i] <= data_write;
			end
		end
	end
endgenerate
endmodule
```

## run.sh

```bash
#!/bin/bash
# OpenROAD 26Q1-2900-gdf79404cd8, Yosys 0.63+post, stock flow scripts
make -C /OpenROAD-flow-scripts/flow DESIGN_CONFIG=/design/flow/config.mk WORK_HOME=/design/flow/orfs finish
```

==> results.txt <==
flow finished, numbers: sequential cell area=24800 µm², setup violators final=0, status=finished clean, Power Dens Cells=351 nW/µm², Post-DP HPWL=98.0 mm, worst slack, placed=0.755 ns, Total Routed Length=162 mm, clock network power share=33.4%, Die Height=368 µm, core area=132000 µm², RD Place Congestion=0.866, drt wl/cell=29.6 µm, max-slew violations=0, ANT nets after route=0, grt total ovfl=0, critical path type=input port to output port, Gate Area=26700 µm², HP Class=register to register, cell-internal power=15.5 mW, fp util=40.5%, Cells after Synth=3633, Initial DRC Count=1855, startpoint types=input port, CTS tree=done, sequential-to-total area share from yosys stat=46.4%, Worst Clk Skew=0 ns, fin crit share=87.4%, diode count=0, NetSw=5.79 mW, worst slew pin tran=0.880 ns, initial antenna violation count=0, hold_buf cts=0, Post-Synthesis Cell Area=53500 µm², syn_area_per_cell=14.7 µm², pin count of the biggest net entering global routing=111, combinational power share=22.7%, Layout area overhead=13.5%, CTS Sinks=992, yosys cell count=3633, first-pass GRT wire length=242 mm, H-tree levels=3, TritonCTS Buffers=111, share of layout cells above drive strength 1=49.6%, Post-CTS Resized=0, max cap viols=0, CP Data Arrival Time=4.04 ns, Die Wd=368 µm, Post-CTS Setup Bufs=0, chip area=135000 µm², total power=21.3 mW, Finished Core Util=46.0%, IO buf count=144, Yosys chip area=53500 µm², DR pass1 iterations=7, CP max FO=20, Clk Tree Root Cell=clkbuf_16, leak pwr=25.2 nW, VDD IR max=0.254 mV, maximum clock path buffer count=3, fin crit period=5.24 ns, routed vias=33.5k, filler cell count in the final layout=11.4k, GRT Util Overall=25.6%, worst skew pair latency=0.72 ns, Yosys cell types=26, vias in the first global route=35.3k, Setup crit end kind=output port, synthesized flop and latch total=992, f_max=191 MHz, # DRC=0, Flop pwr share=43.9%, Final Worst Setup Slack=0.756 ns, switching share of total power=27.2%, CP required=4.80 ns, yosys synthesis warning count=0, Hold Violations, Final=0, Worst-path clk slew=0.05 ns, routed vias/inst=6.13, # IOs=145, RSZ-0062 raised after global routing=no, Log Warnings=32, Rel. slew slack=41.3%, standard-cell rows=133
logic make-up (layout without fill, tap and decap cells):
family	count (synthesis)	count (layout)	share of synthesized area, %
multiplexers	1632	1632	42.0
flip-flops	992	992	46.4
AND-OR/OR-AND	448	448	6.29
buffers and inverters	438	519	3.94
AND/OR/NAND/NOR	123	123	1.30
Yosys cell counts:
cell / n / area share, %
nand2_1: 14 / 0.098
buf_6: 10 / 0.21
mux2_2: 1046 / 22
mux2i_1: 192 / 3.6
nand3_1: 5 / 0.047
a22o_1: 192 / 3.1
mux4_2: 384 / 16
nor2b_1: 8 / 0.094
clkbuf_1: 215 / 1.5
mux2_1: 10 / 0.21
dfrtp_1: 992 / 46
o31ai_1: 64 / 0.90
nor3b_1: 3 / 0.042
inv_1: 3 / 0.021
o22ai_1: 64 / 0.75
and2_1: 66 / 0.77
buf_4: 61 / 0.86
nand2b_1: 6 / 0.070
buf_2: 125 / 1.2
buf_1: 24 / 0.17
nor3_1: 1 / 0.0094
a211oi_1: 64 / 0.90
nor2_1: 15 / 0.11
o21ai_1: 64 / 0.60
or3_1: 2 / 0.023
nand3b_1: 3 / 0.042
flip-flops by register name, summed over array words and instances (netlist names):
register / count
debug_out: 32
regs: 960
through the flow:
stage,cells,cell area [µm²],setup TNS (ns),hold slack [ns]
after detailed placement,5262,56800,0,0.501
after floorplan,3633,53500,-8795.41,0.476
final,5469,60700,0,0.519
after CTS,5469,60700,0,0.521
after global routing,5469,60700,0,0.532
after global placement,5262,56800,0,0.495
area by class of cell:
| cell class | count | share of cell area [%] |
|---|---|---|
| multi-input cells | 2203 | 44.1 |
| flip-flops and latches | 992 | 40.9 |
| clock buffers | 161 | 5.45 |
| repair buffers | 309 | 5.05 |
| well taps | 1755 | 3.62 |
| clock inverters | 46 | 0.852 |
| inverters | 3 | 0.0248 |
power groups by stage:
| stage | Sequential (mW) | Clock (mW) | Combinational (mW) |
|---|---|---|---|
| 5_1_grt | 9.60 | 7.49 | 5.21 |
| 6_report | 9.35 | 7.10 | 4.83 |
| 4_1_cts | 9.34 | 7.26 | 4.88 |
worst max-delay path, cell delays in order:
cell and delay [ns]:
buf_4 0.44, buf_4 0.45, buf_4 0.45, mux2_2 0.39, a22o_1 0.17, a211oi_1 0.24, o31ai_1 0.14, clkdlybuf4s50_1 0.46
layout by cell type (no fill, tap or decap), types with 112 or more instances in the layout:
master,count
clkbuf_16,112
clkdlybuf4s50_1,134
a22o_1,192
buf_4,141
dfrtp_1,992
mux4_2,384
mux2i_1,192
mux2_2,1046
worst paths after layout:
path	slack [ns]	end	cells past startpoint	from
worst max-delay path	0.76	data_read_2[29]	8	idx_read_2[1]
max in group asynchronous	3.71	regs[81]	4	reset
worst min register to register	0.52	regs[299]	1	regs[299]
min in group asynchronous	0.98	regs[769]	3	reset
worst max register to register	5.14	debug_out[4]	1	debug_out[4]
worst min-delay path	0.52	regs[299]	1	regs[299]
per-layer routing:
metal | vias to the layer above | share of wire, % | global-route usage (%)
li1 | 14100 | - | -
met1 | 18000 | 42 | 37.6
met2 | 1221 | 46 | 37.8
met3 | 272 | 9.1 | 9.66
met4 | 0 | 2.9 | 5.84
met5 | - | 0 | 0.0712
Power is estimated from default activity; no workload was simulated.
